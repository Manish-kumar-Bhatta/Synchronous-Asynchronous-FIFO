$ cat ./constraint.sdc
current_design fifo

set clk_period 3.6
set clk_io_pct 0.2

create_clock -name clk0 -period $clk_period [get_ports {clk}]

set non_clock_inputs [all_inputs -no_clocks]
set_input_delay [expr $clk_period * $clk_io_pct] -clock clk0 $non_clock_inputs
set_output_delay [expr $clk_period * $clk_io_pct] -clock clk0 [all_outputs]
$ cat ./config.mk
export PLATFORM = sky130hd
export DESIGN_NAME = fifo
export DESIGN_NICKNAME = fifo
export VERILOG_FILES = /design/flow/design.v
export SDC_FILE = /design/flow/constraint.sdc
export NUM_CORES = 4
export LEC_CHECK = 1
export CORE_UTILIZATION = 30
export SYNTH_HDL_FRONTEND = slang
$ cat ./run.sh
#!/bin/bash
# OpenROAD 26Q1-2900-gdf79404cd8, Yosys 0.63+post, stock flow scripts
make -C /OpenROAD-flow-scripts/flow DESIGN_CONFIG=/design/flow/config.mk WORK_HOME=/design/flow/orfs finish
$ cat ./design.v
module fifo(clk,res,wr_en,rd_en,wdata,rdata,empty,full,overflow,underflow);
	parameter WIDTH=8;
	parameter FIFO_SIZE=16;
	parameter PTR_WIDTH=$clog2(FIFO_SIZE);
	input clk,res,wr_en,rd_en;
	input [WIDTH-1:0]wdata;
	output reg empty,full,overflow,underflow;
	output reg[WIDTH-1:0]rdata;
	integer i;
	reg[WIDTH-1:0]fifo[FIFO_SIZE-1:0];
	reg[PTR_WIDTH-1:0]wr_ptr,rd_ptr;
	reg wr_tg_f,rd_tg_f;
	always@(posedge clk) begin
		if(res==1) begin
			empty=0;
			full=0;
			overflow=0;
			underflow=0;
			rdata=0;
			wr_ptr=0;
			rd_ptr=0;
			wr_tg_f=0;
			rd_tg_f=0;
			for(i=0;i<FIFO_SIZE;i=i+1) fifo[i]=0;
		end
		else begin
			if(wr_en==1) begin
				if(full==1) overflow=1;
				else begin
					fifo[wr_ptr]=wdata;
					if(wr_ptr==FIFO_SIZE-1) begin
						wr_ptr=0;
						wr_tg_f=~wr_tg_f;
					end
					else wr_ptr=wr_ptr+1;
				end
			end
			if(rd_en==1) begin
				if(empty==1) underflow=1;
				else begin
					rdata=fifo[rd_ptr];
					if(rd_ptr==FIFO_SIZE-1) begin
						rd_ptr=0;
						rd_tg_f=~rd_tg_f;
					end
					else rd_ptr=rd_ptr+1;
				end
			end
		end
	end
	always@(*) begin
		if(wr_ptr==rd_ptr && wr_tg_f!=rd_tg_f)full=1;
		else full=0;
		if(wr_ptr==rd_ptr && wr_tg_f==rd_tg_f) empty=1;
		else empty=0;
	end
endmodule
==> reports/metrics.yaml <==
sta:
  worst_slew_margin_rel_pct: 40.0
  hold_slack_ns: 0.489
  setup_viol_count_final: 0
  ratio_of_final_minimum_period_to_clock_period_pct: 74.3
  finalSetupTns_ns: 0
  fmaxAchievable_mhz: 374
  worst_clock_skew_ns: 0.00680
  setup_slack_ns: 0.926
  maxSlewViolCount: 0
  grt_setup_unrepaired: "false"
  finalWorstPathRequiredPeriod_ns: 2.67
  worst_pin_slew_ns: 0.897
  finalHoldViolations: 0
placed_design:
  weighted_congestion_at_the_end_of_routability_driven_global_placement: 0.816
  place_ws_ns: 0.499
  place_hpwl_mm: 9.98
  place.port_buffers: 19
  dpl-instance-area_um2: 6860
global_route:
  globalRouteOverflowTotal: 0
  antenna_found_initial: 1
  grt_pass1_wl_mm: 25.2
  vias_in_the_first_global_route: 4500
  groute.usage.overall_pct: 15.1
  grt_start_max_net_pins: 54
floorplanning:
  die_x_um: 149
  ios: 24
  fp-utilization_pct: 30.7
  chip_area_um2: 22100
  core_area_um2: 21000
  placement_rows: 53
  die.size.y_um: 149
logic_synthesis:
  flop_cell: "dfxtp_1"
  yosys_warnings: 4
  edf_count: 0
  yosys.stat.seqShare_pct: 44.7
  area_leaders: "dfxtp_1, mux2i_1, nor2_1, mux4_2, buf_4"
  ys_async_sr_fraction_pct: 0
  netlist.top_cell.by_area: "dfxtp_1"
  post_synth_inst_count: 659
  synth_area_per_cell_um2: 9.78
  synth.yosys.num_cells: 659
  synth_cell_types: 44
  postSynthRegisterBits: 144
  synth_chip_area_um2: 6440
  total_standard_cell_area_after_synthesis_um2: 6440
  synthDominantCellAreaShare_pct: 44.7
cells_and_area:
  layout_area_growth_over_synthesis_pct: 16.3
  fraction_of_layout_instances_using_a_drive_strength_above_1_pct: 11.9
  design_area_um2: 7500
clock_tree:
  hold_buffers: 0
  ctsHtreeMaxLevel: 4
  post_cts.repair.setup_buffers: 0
  ctsRootBufferMaster: "clkbuf_16"
  cts_made_buffers: 17
  cts_tree: "yes"
  numClockSinks: 144
  clockBufferDepth: 2
  late_pin_clk_latency_ns: 0.42
  cts.reportedPaths.clkPinSlew_ns: 0.06
  postCtsResizedCells: 0
routing:
  postRouteWirelength_mm: 15.5
  postRouteAntennaNets: 0
  route.detailed.vias_per_inst: 4.95
  routed_wire_length_per_instance_um: 16.3
  drt_pass1_iterations: 4
  post-route-drc-count: 0
  dr_total_vias: 4705
  dr.first_iter.drc_count: 317
critical_path:
  worst-endpoint-required_ns: 3.96
  worstSetupEndpointType: "register"
  worstPathMaxFanout: 10
  setup.worst_path.class: "input port to register"
  timing.critical_path.arrival_ns: 3.04
  crit_path_start_kind: "input port"
  r2r_slack_ns: 1.10
run:
  cap_violations: 0
  openroad.warnings: 28
power_and_ir_drop:
  power_per_cell_area_nw_per_um2: 502
  worst_ir_drop_vdd_mv: 0.247
  p_leak_nw: 3.41
outcome:
  status: "completed"
min_path:
  min_path_type: "register to register"
## power breakdown
part	internal [mW]	switching (mW)
logic	0.102	0.151
registers	1.62	0.0237
clock network	1.21	0.655
## cells in the final DEF, fill, tap and decap left out, drive strengths merged, types with 3 or more instances in the layout
cell	count
a221o	3
a31o	3
nor3	4
clkbuf	22
mux2i	138
nor2	153
clkinv	3
dfxtp	144
ha	5
inv	6
o21ai	4
and4	3
clkdlybuf4s50	18
o21bai	3
nand2	23
clkinvlp	3
nand3	17
nand4b	8
a21oi	9
mux4	13
buf	27
o2111ai	7
nand4	8
bufinv	4
conb	4
and4bb	4
a22oi	11
nor3b	3
## registers in the layout, summed over array words and instances (netlist names)
register	flops
fifo	128
rd_ptr	4
rdata	8
wr_ptr	4
## cells in the mapped netlist (2+ instances only)
| master | number |
|---|---|
| a211oi_1 | 2 |
| a21oi_1 | 9 |
| a221o_1 | 3 |
| a222oi_1 | 2 |
| a22oi_1 | 11 |
| a311oi_1 | 2 |
| a31o_2 | 3 |
| a31oi_1 | 2 |
| a32oi_1 | 2 |
| and2_1 | 2 |
| and4_1 | 3 |
| and4bb_1 | 3 |
| buf_1 | 3 |
| buf_2 | 10 |
| buf_4 | 18 |
| clkbuf_1 | 33 |
| dfxtp_1 | 144 |
| ha_1 | 5 |
| inv_1 | 4 |
| inv_2 | 2 |
| mux2i_1 | 138 |
| mux4_2 | 13 |
| nand2_1 | 23 |
| nand2b_1 | 2 |
| nand3_1 | 17 |
| nand4_1 | 7 |
| nand4b_1 | 8 |
| nor2_1 | 153 |
| nor3_1 | 4 |
| nor3b_1 | 3 |
| o2111ai_1 | 7 |
| o211ai_1 | 2 |
| o21ai_0 | 4 |
| o21bai_1 | 3 |
| xnor2_1 | 2 |
| xor2_1 | 2 |
## area by class of cell
type                    instances  area [um^2]
well taps                     275          344
inverters                       6         22.5
clock buffers                  22          474
diodes                          1         2.50
repair buffers                 45          383
multi-input cells             448         3230
clock inverters                10          158
flip-flops and latches        144         2880
fillers                      2060        13500
## final timing paths
kind,start,depth (start not counted),end
worst max-delay path,wr_en,7,rdata[7]$_SDFFE_PP0P_
worst min-delay path,fifo[39]$_SDFF_PP0_,2,fifo[39]$_SDFF_PP0_
worst max register to register,wr_ptr[2]$_SDFFE_PP0P_,6,rdata[7]$_SDFFE_PP0P_
worst min register to register,fifo[39]$_SDFF_PP0_,2,fifo[39]$_SDFF_PP0_
## metrics by stage
step                      std cells  util, %  power (mW)
after floorplan                 662        -        1.84
after global placement          918     32.6        1.93
after detailed placement        918     32.6        1.93
after CTS                       950     35.7        3.80
after global routing            950     35.7        3.90
final                           951     35.7        3.76
## metal layers
metal | part of all wire, % | GRT usage (%)
met5 | 0 | 0
met3 | 5.0 | 3.22
met1 | 51 | 24.1
met4 | 1.2 | 2.11
met2 | 43 | 21.7
## worst max-delay path, stage by stage
cell and delay, ns:
clkdlybuf4s50_1 0.64, nand4b_1 0.20, buf_4 0.24, mux2i_1 0.14, mux4_2 0.49, a211oi_1 0.37, and4_1 0.23
## cells by family (layout without fill, tap and decap cells)
family / after synthesis / count (layout) / share of synthesized area, %
flip-flops: 144 / 144 / 44.7
XOR/XNOR: 4 / 4 / 0.544
AND-OR/OR-AND: 54 / 54 / 6.25
buffers and inverters: 70 / 83 / 5.32
adder cells (fa/ha/maj): 5 / 5 / 0.971
AND/OR/NAND/NOR: 229 / 229 / 16.0
multiplexers: 152 / 152 / 26.2
other: 1 / 5 / 0.0582
Power is estimated from default activity; no workload was simulated.
